===== /design/flow/constraint.sdc =====
current_design controller

set clk_period 1.6
set clk_io_pct 0.2

create_clock -name clk0 -period $clk_period

set non_clock_inputs [all_inputs -no_clocks]
set_input_delay [expr $clk_period * $clk_io_pct] -clock clk0 $non_clock_inputs
set_output_delay [expr $clk_period * $clk_io_pct] -clock clk0 [all_outputs]

===== /design/flow/config.mk =====
export PLATFORM = sky130hd
export DESIGN_NAME = controller
export DESIGN_NICKNAME = controller
export VERILOG_FILES = /design/flow/design.v
export SDC_FILE = /design/flow/constraint.sdc
export NUM_CORES = 4
export LEC_CHECK = 1
export CORE_AREA = 10 10 70 70
export DIE_AREA = 0 0 80 80

===== /design/flow/design.v =====
module controller(rst_n, opcode, cond, flag, pc_wr_en, im_rd_en, rf_re1, rf_re2, rf_we, rf_hlt,
                  op_lxb, op_sw, alu_alt_src, dm_rd_en, dm_wr_en, mem_to_reg, op_jal, op_jr, take_branch);
input [3:0] opcode;
input [2:0] cond;
input [2:0] flag;
input rst_n;
output  reg pc_wr_en;
output reg im_rd_en;
output reg op_lxb;
output reg op_sw; 
output reg rf_re1; 
output reg rf_re2; 
output reg rf_we; 
output reg rf_hlt;
output reg alu_alt_src;
output reg dm_rd_en; 
output reg dm_wr_en; 
output reg mem_to_reg;
output reg op_jal; 
output reg op_jr; 
output reg take_branch;
localparam ADD    = 4'h0;
localparam PADDSB = 4'h1;
localparam SUB    = 4'h2;
localparam AND    = 4'h3;
localparam NOR    = 4'h4;
localparam SLL    = 4'h5;
localparam SRL    = 4'h6;
localparam SRA    = 4'h7;
localparam LW     = 4'h8;
localparam SW     = 4'h9;
localparam LHB    = 4'ha;
localparam LLB    = 4'hb;
localparam BRANCH = 4'hc;
localparam JAL    = 4'hd;
localparam JR     = 4'he;
localparam HLT    = 4'hf;
localparam NE    = 3'b000;
localparam EQ    = 3'b001;
localparam GT    = 3'b010;
localparam LT    = 3'b011;
localparam GTE   = 3'b100;
localparam LTE   = 3'b101;
localparam OVF   = 3'b110;
localparam UNCOND = 3'b111;
always @(opcode, rst_n, cond, flag) begin
    im_rd_en = 1'b1;
    pc_wr_en = 1'b1;
    op_lxb = 1'b0; 
    op_sw  = 1'b0;
    rf_re1 = 1'b0;
    rf_re2 = 1'b0;
    rf_we  = 1'b0;
    rf_hlt = 1'b0; 
    alu_alt_src = 1'b0;
    dm_rd_en    = 1'b0;
    dm_wr_en    = 1'b0;
    mem_to_reg  = 1'b0;
    op_jal      = 1'b0; 
    op_jr       = 1'b0; 
    take_branch = 1'b0;
  case (opcode)
    ADD: begin
    im_rd_en = 1'b1;
    pc_wr_en = 1'b1;
    op_lxb = 1'b0; 
    op_sw  = 1'b0;
    rf_re1 = 1'b1;
    rf_re2 = 1'b1;
    rf_we  = 1'b1;
    rf_hlt = 1'b0; 
    alu_alt_src = 1'b0;
    dm_rd_en    = 1'b0;
    dm_wr_en    = 1'b0;
    mem_to_reg  = 1'b0;
    op_jal      = 1'b0; 
    op_jr       = 1'b0; 
    take_branch = 1'b0;
    end
    PADDSB: begin
    im_rd_en = 1'b1;
    pc_wr_en = 1'b1;
    op_lxb = 1'b0; 
    op_sw  = 1'b0;
    rf_re1 = 1'b1;
    rf_re2 = 1'b1;
    rf_we  = 1'b1;
    rf_hlt = 1'b0; 
    alu_alt_src = 1'b0;
    dm_rd_en    = 1'b0;
    dm_wr_en    = 1'b0;
    mem_to_reg  = 1'b0;
    op_jal      = 1'b0; 
    op_jr       = 1'b0; 
    take_branch = 1'b0;
    end
    SUB: begin
    im_rd_en = 1'b1;
    pc_wr_en = 1'b1;
    op_lxb = 1'b0; 
    op_sw  = 1'b0;
    rf_re1 = 1'b1;
    rf_re2 = 1'b1;
    rf_we  = 1'b1;
    rf_hlt = 1'b0; 
    alu_alt_src = 1'b0;
    dm_rd_en    = 1'b0;
    dm_wr_en    = 1'b0;
    mem_to_reg  = 1'b0;
    op_jal      = 1'b0; 
    op_jr       = 1'b0; 
    take_branch = 1'b0;
    end
    AND: begin
    im_rd_en = 1'b1;
    pc_wr_en = 1'b1;
    op_lxb = 1'b0; 
    op_sw  = 1'b0;
    rf_re1 = 1'b1;
    rf_re2 = 1'b1;
    rf_we  = 1'b1;
    rf_hlt = 1'b0; 
    alu_alt_src = 1'b0;
    dm_rd_en    = 1'b0;
    dm_wr_en    = 1'b0;
    mem_to_reg  = 1'b0;
    op_jal      = 1'b0; 
    op_jr       = 1'b0; 
    take_branch = 1'b0;
    end
    NOR: begin
    im_rd_en = 1'b1;
    pc_wr_en = 1'b1;
    op_lxb = 1'b0; 
    op_sw  = 1'b0;
    rf_re1 = 1'b1;
    rf_re2 = 1'b1;
    rf_we  = 1'b1;
    rf_hlt = 1'b0; 
    alu_alt_src = 1'b0;
    dm_rd_en    = 1'b0;
    dm_wr_en    = 1'b0;
    mem_to_reg  = 1'b0;
    op_jal      = 1'b0; 
    op_jr       = 1'b0; 
    take_branch = 1'b0;
    end
    SLL: begin
    im_rd_en = 1'b1;
    pc_wr_en = 1'b1;
    op_lxb = 1'b0; 
    op_sw  = 1'b0;
    rf_re1 = 1'b1;
    rf_re2 = 1'b0;
    rf_we  = 1'b1;
    rf_hlt = 1'b0; 
    alu_alt_src = 1'b0;
    dm_rd_en    = 1'b0;
    dm_wr_en    = 1'b0;
    mem_to_reg  = 1'b0;
    op_jal      = 1'b0; 
    op_jr       = 1'b0; 
    take_branch = 1'b0;
    end
    SRL: begin
    im_rd_en = 1'b1;
    pc_wr_en = 1'b1;
    op_lxb = 1'b0; 
    op_sw  = 1'b0;
    rf_re1 = 1'b1;
    rf_re2 = 1'b0;
    rf_we  = 1'b1;
    rf_hlt = 1'b0; 
    alu_alt_src = 1'b0;
    dm_rd_en    = 1'b0;
    dm_wr_en    = 1'b0;
    mem_to_reg  = 1'b0;
    op_jal      = 1'b0; 
    op_jr       = 1'b0; 
    take_branch = 1'b0;
    end
    SRA: begin
    im_rd_en = 1'b1;
    pc_wr_en = 1'b1;
    op_lxb = 1'b0; 
    op_sw  = 1'b0;
    rf_re1 = 1'b1;
    rf_re2 = 1'b0;
    rf_we  = 1'b1;
    rf_hlt = 1'b0; 
    alu_alt_src = 1'b0;
    dm_rd_en    = 1'b0;
    dm_wr_en    = 1'b0;
    mem_to_reg  = 1'b0;
    op_jal      = 1'b0; 
    op_jr       = 1'b0; 
    take_branch = 1'b0;
    end
    LW: begin
    im_rd_en = 1'b1;
    pc_wr_en = 1'b1;
    op_lxb = 1'b0; 
    op_sw  = 1'b0;
    rf_re1 = 1'b1;
    rf_re2 = 1'b0;
    rf_we  = 1'b1;
    rf_hlt = 1'b0; 
    alu_alt_src = 1'b1;
    dm_rd_en    = 1'b1;
    dm_wr_en    = 1'b0;
    mem_to_reg  = 1'b1;
    op_jal      = 1'b0; 
    op_jr       = 1'b0; 
    take_branch = 1'b0;
    end
    SW: begin
    im_rd_en = 1'b1;
    pc_wr_en = 1'b1;
    op_lxb = 1'b0; 
    op_sw  = 1'b1;
    rf_re1 = 1'b1;
    rf_re2 = 1'b1;
    rf_we  = 1'b0;
    rf_hlt = 1'b0; 
    alu_alt_src = 1'b1;
    dm_rd_en    = 1'b0;
    dm_wr_en    = 1'b1;
    mem_to_reg  = 1'b0;
    op_jal      = 1'b0; 
    op_jr       = 1'b0; 
    take_branch = 1'b0;
    end
    LHB: begin
    im_rd_en = 1'b1;
    pc_wr_en = 1'b1;
    op_lxb = 1'b1; 
    op_sw  = 1'b0;
    rf_re1 = 1'b1;
    rf_re2 = 1'b0;
    rf_we  = 1'b1;
    rf_hlt = 1'b0; 
    alu_alt_src = 1'b0;
    dm_rd_en    = 1'b0;
    dm_wr_en    = 1'b0;
    mem_to_reg  = 1'b0;
    op_jal      = 1'b0; 
    op_jr       = 1'b0; 
    take_branch = 1'b0;
    end
    LLB: begin
    im_rd_en = 1'b1;
    pc_wr_en = 1'b1;
    op_lxb = 1'b1; 
    op_sw  = 1'b0;
    rf_re1 = 1'b1;
    rf_re2 = 1'b0;
    rf_we  = 1'b1;
    rf_hlt = 1'b0; 
    alu_alt_src = 1'b0;
    dm_rd_en    = 1'b0;
    dm_wr_en    = 1'b0;
    mem_to_reg  = 1'b0;
    op_jal      = 1'b0; 
    op_jr       = 1'b0; 
    take_branch = 1'b0;
    end
    BRANCH: begin
    im_rd_en = 1'b1;
    pc_wr_en = 1'b1;
    op_lxb = 1'b0; 
    op_sw  = 1'b0;
    rf_re1 = 1'b0;
    rf_re2 = 1'b0;
    rf_we  = 1'b0;
    rf_hlt = 1'b0; 
    alu_alt_src = 1'b0;
    dm_rd_en    = 1'b0;
    dm_wr_en    = 1'b0;
    mem_to_reg  = 1'b0;
    op_jal      = 1'b0; 
    op_jr       = 1'b0; 
    case(cond)  
      NE: 
      begin  
        if (flag[1] == 1'b0) begin
          take_branch = 1'b1;
        end
        else begin
          take_branch = 1'b0;
        end
      end
      EQ: 
      begin  
        if (flag[1] == 1'b1) begin
          take_branch = 1'b1;
        end
        else begin
          take_branch = 1'b0;
        end
      end
      GT: 
      begin  
        if (flag[2] == 1'b0 && flag[1] == 1'b0) begin
          take_branch = 1'b1;
        end
        else begin
          take_branch = 1'b0;
        end
      end
      LT: 
      begin  
        if (flag[2] == 1'b1) begin
          take_branch = 1'b1;
        end
        else begin
          take_branch = 1'b0;
        end
      end
      GTE: 
      begin  
        if ((flag[2] == 1'b0 && flag[1] == 1'b0) || flag[1] == 1'b1) begin
          take_branch = 1'b1;
        end
        else begin
          take_branch = 1'b0;
        end
      end
      LTE: 
      begin  
        if (flag[2] == 1'b1 || flag[1] == 1'b1) begin
          take_branch = 1'b1;
        end
        else begin
          take_branch = 1'b0;
        end
      end
      OVF: 
      begin  
        if (flag[0] == 1'b1) begin
          take_branch = 1'b1;
        end
        else begin
          take_branch = 1'b0;
        end
      end
      UNCOND:
      begin  
        take_branch = 1'b1;
      end
      default: 
      begin
        take_branch = 1'b0;
      end
    endcase 
    end
    JAL: begin
    im_rd_en = 1'b1;
    pc_wr_en = 1'b1;
    op_lxb = 1'b0; 
    op_sw  = 1'b0;
    rf_re1 = 1'b0;
    rf_re2 = 1'b0;
    rf_we  = 1'b1;
    rf_hlt = 1'b0; 
    alu_alt_src = 1'b0;
    dm_rd_en    = 1'b0;
    dm_wr_en    = 1'b0;
    mem_to_reg  = 1'b0;
    op_jal      = 1'b1; 
    op_jr       = 1'b0; 
    take_branch = 1'b1;
    end
    JR: begin
    im_rd_en = 1'b1;
    pc_wr_en = 1'b1;
    op_lxb = 1'b0; 
    op_sw  = 1'b0;
    rf_re1 = 1'b1;
    rf_re2 = 1'b0;
    rf_we  = 1'b0;
    rf_hlt = 1'b0; 
    alu_alt_src = 1'b0;
    dm_rd_en    = 1'b0;
    dm_wr_en    = 1'b0;
    mem_to_reg  = 1'b0;
    op_jal      = 1'b0; 
    op_jr       = 1'b1; 
    take_branch = 1'b1;
    end
    HLT: begin
    im_rd_en = 1'b0;
    pc_wr_en = 1'b0;
    op_lxb = 1'b0; 
    op_sw  = 1'b0;
    rf_re1 = 1'b0;
    rf_re2 = 1'b0;
    rf_we  = 1'b0;
    rf_hlt = 1'b1; 
    alu_alt_src = 1'b0;
    dm_rd_en    = 1'b0;
    dm_wr_en    = 1'b0;
    mem_to_reg  = 1'b0;
    op_jal      = 1'b0; 
    op_jr       = 1'b0; 
    take_branch = 1'b0;
    end
    default: begin
    im_rd_en = 1'b1;
    pc_wr_en = 1'b1;
    op_lxb = 1'b0; 
    op_sw  = 1'b0;
    rf_re1 = 1'b0;
    rf_re2 = 1'b0;
    rf_we  = 1'b0;
    rf_hlt = 1'b0; 
    alu_alt_src = 1'b0;
    dm_rd_en    = 1'b0;
    dm_wr_en    = 1'b0;
    mem_to_reg  = 1'b0;
    op_jal      = 1'b0; 
    op_jr       = 1'b0; 
    take_branch = 1'b0;
    end
  endcase
end
endmodule

===== /design/flow/run.sh =====
#!/bin/bash
# OpenROAD 26Q1-2900-gdf79404cd8, Yosys 0.63+post, stock flow scripts
make -C /OpenROAD-flow-scripts/flow DESIGN_CONFIG=/design/flow/config.mk WORK_HOME=/design/flow/orfs finish

==> notes.md <==
Implementation results

The initial antenna violation count came to 0. In the floorplan report the effective utilization is 0.05568. The type of the tightest min-delay check is primary input to output pin. Per STA, the worst path is made up of buf_6, maj3_2, or3_1, a31oi_1, buf_2.

The data arrival time of the critical path is 1.30 ns. The total of warnings raised by yosys is 1. The aggregate global routing overflow is 0. The number of sequential cells reported for the layout is 0. The first global-routing pass estimated 1.497 mm of wire. The area of the die is 0.006400 mm². The number of global-route vias before repair is 314. Per the synthesis report, the number of distinct cell types is 18. The clock period minus final worst setup slack is 1.619 ns. The initial DRC count is 6. Measured along the y axis, the die boundary spans 80 µm.

The number of iterations in the first detailed-routing pass is 2. The synth_stat.txt file lists the number of cells as 31. The post-synthesis cell count is 31. The count of endpoints failing hold in the final timing report is 0.

In the global route stage, overall resource usage came out at 0.02680. The leakage dissipation is 0.2968 nW. The floorplan report gives the top-level pin count as 26. The average instance area after synthesis is 6.135 µm². For reference, the placement row count at floorplan is 21. The flow ran to the end, but the final reports show violations. The family of cells with the greatest summed delay on the critical path is simple AND/OR/NAND/NOR gates. The master of the slowest instance on the critical path is sky130_fd_sc_hd__or3_1.

Registers take 0 µm². The layout overhead on the synthesized area is 207.9%. Once routing completed, OpenROAD measured the worst setup slack at -0.01887 ns. The worst-case headroom to the max-slew limit is 0.8855. The post-CTS hold buffer count recorded in the log is 0. The highest cell delay on the worst timing path is 0.31 ns.

sky130_fd_sc_hd__nor2_1 is the most common cell in the netlist. The tally of filler cells in the layout is 382. Along the critical path, the tally of buffer and inverter instances is 2. The clock buffers instantiated in the layout total 0. The placeable core region is 0.003416 mm². The horizontal extent of the die is 80 µm. The fraction of final layout cells with drive strength greater than 1 is 0.4667. The average wire per standard cell is 9.208 µm. In the routed layout, each cell is associated on average with a via count of 3.038. The final layout contains routed wiring with a total length of 976 µm. Setup repair after global routing could not meet its margin everywhere. The largest fanout on the critical path is 2. The critical path endpoint has a required time of 1.28 ns. The number of max-cap violations is 0. The highest clock rate this design can be run at is 0.6177 GHz. The mapped cell area is 190.2 µm². The number of placed instances with taps included is 104. The number of I/O port buffers is 25.

The detailed-placement wirelength estimate is 832 µm. The power density over the cells is 197.8 mW/mm². STA classifies the critical path endpoint as an output pin.

The kind of start point of the critical path is a primary input. The number of pins exceeding their max-slew limit in the final report is 0. The pre-CTS setup check shows a worst slack of -0.7683 ns. Ranked by instance count, the synthesized netlist is headed by sky130_fd_sc_hd__nor2_1, sky130_fd_sc_hd__buf_4, sky130_fd_sc_hd__inv_1. Yosys reports a chip area of 190.2 µm².

The checks that failed: setup timing. Per the detail_route report, inserted antenna diodes total 0. The register area share after synthesis is 0. Dividing the final minimum period by the clock period gives 1.012. The transition time of the tightest slew-check pin is 0.1699 ns. The final report lists a non-filler cell total of 106. The cell type contributing the most total cell area after synthesis is sky130_fd_sc_hd__buf_4. In the final report, the number of endpoints failing setup comes to 1. The peak ir drop on the vdd network is 0.02834 mV.

Summing over every cut layer, the via total after detailed routing is 322. Warnings raised by the tools during the run amount to 35. The placed instances occupy a cell area of 520.5 µm². The post-route DRC violation count is 0. At the end of routability-driven placement, the weighted congestion stood at 0.7370. Entering global routing, the biggest net connects 8 pins. The end-of-flow core utilization is 0.1714. The number of routed nets with antenna violations is 0.

Summing all non-filler instances in the final layout gives an area of 585.6 µm². The fraction of synthesized cell area taken by the top area cell type is 0.1184. Sorting the synthesized cells by area gives the leading types as sky130_fd_sc_hd__buf_4, sky130_fd_sc_hd__mux2_2, sky130_fd_sc_hd__a21o_1. The critical path start-end classification is primary input to output pin.
-- power breakdown --
part           switching, mW  leakage (nW)  internal (mW)
Clock                      0             0              0
Combinational         0.0399         0.297         0.0760
Sequential                 0             0              0
Total                 0.0399         0.297         0.0760
-- area by class of cell --
cell class / instances / area [µm²] / area share
Multi-Input combinational cell: 23 / 201.4 / 0.3440
Timing Repair Buffer: 34 / 315.3 / 0.5385
Inverter: 3 / 11.26 / 0.01923
Tap cell: 46 / 57.56 / 0.09829
-- cells by family (layout without fill, tap and decap cells) --
kind of cell / after synthesis / after routing / synth area share
buffers and inverters: 8 / 37 / 0.2171
muxes: 2 / 2 / 0.1184
adders and majority gates: 1 / 1 / 0.05921
and+or+nand+nor: 13 / 13 / 0.3487
xor gates and xnor gates: 1 / 1 / 0.04606
AOI/OAI and AO/OA: 6 / 6 / 0.2105
-- through the flow --
step	total power [mW]	hold WS (ns)	TNS, ns
floorplan	0.03101	0.6551	0
global placement	0.1024	1.610	-6.549
detailed placement	0.1031	1.613	-6.719
CTS	0.1101	1.016	-0.03854
global route	0.1270	1.007	-0.07702
finish	0.1158	0.9814	-0.01887
-- timing repair --
action	in CTS	in global routing
buffers inserted	2	0
endpoints found under the setup margin	15	3
gates resized	49	9
pin swaps	6	4
-- layout by cell type, fill, tap and decap left out, types with 2 or more instances in the layout --
cell                              count
sky130_fd_sc_hd__inv_1                3
sky130_fd_sc_hd__buf_6                6
sky130_fd_sc_hd__nor2_1               3
sky130_fd_sc_hd__dlygate4sd2_1        6
sky130_fd_sc_hd__buf_4                9
sky130_fd_sc_hd__dlymetal6s2s_1       2
sky130_fd_sc_hd__a21o_1               2
sky130_fd_sc_hd__clkdlybuf4s50_1      9
sky130_fd_sc_hd__nand2b_4             2
-- path summary, 6_finish.rpt --
path,startpoint,endpoint,slack [ns],cells past startpoint
max,flag[2],take_branch,-0.02,5
min,opcode[1],take_branch,0.98,4
-- per-layer routing --
metal,track usage,wire (µm),part of all wire
met2,0.04815,458,0.47
met4,0,0,0
met3,0.007955,121,0.12
met1,0.03236,397,0.41
met5,0,0,0
-- tightest hold or removal path, cell delays in order --
cell                      delay [ns]
sky130_fd_sc_hd__buf_6          0.09
sky130_fd_sc_hd__a21o_1         0.11
sky130_fd_sc_hd__a31oi_1        0.03
sky130_fd_sc_hd__buf_2          0.10
Power and IR drop assume default switching activity.
