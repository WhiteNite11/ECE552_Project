==> ./design.v <==
module mux_2to1_16(in0, in1, sel, out);
input [15:0] in0, in1;
input sel;
output [15:0] out;
assign out = sel ? in1 : in0;
endmodule
module mux_2to1_4(in0, in1, sel, out);
input [3:0] in0, in1;
input sel;
output [3:0] out;
assign out = sel ? in1 : in0;
endmodule
module t_mux_2to1_16();
reg [15:0] in0, in1;
reg sel;
wire [15:0] out;
mux_2to1_16 uut(.in0(in0), .in1(in1), .sel(sel), .out(out));
initial $monitor("in0:%d, in1:%d, sel:%b, out:%d", in0, in1, sel, out);
initial begin
in0 = 16'd0;
in1 = 16'd15;
sel = 1'b0;
#5;
sel = 1'b1;
#5;
end
endmodule
==> ./run.sh <==
#!/bin/bash
# OpenROAD 26Q1-2900-gdf79404cd8, Yosys 0.63+post, stock flow scripts
make -C /OpenROAD-flow-scripts/flow DESIGN_CONFIG=/design/flow/config.mk WORK_HOME=/design/flow/orfs finish
==> ./config.mk <==
export PLATFORM = sky130hd
export DESIGN_NAME = mux_2to1_16
export DESIGN_NICKNAME = mux_2to1_16
export VERILOG_FILES = /design/flow/design.v
export SDC_FILE = /design/flow/constraint.sdc
export NUM_CORES = 4
export LEC_CHECK = 1
export CORE_AREA = 10 10 70 70
export DIE_AREA = 0 0 80 80
==> ./constraint.sdc <==
current_design mux_2to1_16

set clk_period 1.0
set clk_io_pct 0.2

create_clock -name clk0 -period $clk_period

set non_clock_inputs [all_inputs -no_clocks]
set_input_delay [expr $clk_period * $clk_io_pct] -clock clk0 $non_clock_inputs
set_output_delay [expr $clk_period * $clk_io_pct] -clock clk0 [all_outputs]
==> impl_metrics.json <==
{
  "status": "finished, violations left",
  "violations": "setup timing",
  "worst_slack_ns": -0.0564,
  "yosysChipArea_um2": 249,
  "syn_area_um2": 249,
  "ys_warn_count": 0,
  "cts_hold_buf": 0,
  "drc": 0,
  "design.seq.count": 0,
  "grtUsageTotal_pct": 4.20,
  "die_w_um": 80,
  "die_area_um2": 6400,
  "port_buffers": 49,
  "synth-cells-yosys": 18,
  "n_clock_buffer": 0,
  "post_dp_cell_area_um2": 786,
  "p_per_area_nw_per_um2": 379,
  "start_kind": "input pin",
  "synth_seq_share_pct": 0,
  "drv_slew": 0,
  "peakVddDrop_mv": 0.151,
  "dr.pass1.iters": 2,
  "clkPwrFrac_pct": 0,
  "hold_class": "input pin to output pin",
  "grt_pass1_wl_um": 2190,
  "via_per_inst": 3.18,
  "met3_usage_pct": 3.30,
  "synthCells": 18,
  "p_int_uw": 234,
  "antenna_cells": 0,
  "wl_um": 1410,
  "gr-usage-met2_pct": 4.49,
  "maxCapViolCount": 0,
  "grt_pass1_vias": 430,
  "fmax_ghz": 0.947,
  "seq_power_share_pct": 0,
  "cp-end-kind": "output pin",
  "power.static_leakage_uw": 0.000417,
  "period_used_pct": 106,
  "setup_viol": 16,
  "drive_above_1_share_pct": 52.2,
  "path_class": "input pin to output pin",
  "postLayoutCellArea_um2": 795,
  "combGateArea_um2": 240,
  "io_pins": 49,
  "tightest_slew_ns": 0.0710,
  "gp_congestion": 0.815,
  "p_switching_uw": 67.4,
  "worstPathMaxFanout": 8,
  "tool_warnings": 34,
  "drtIter0Drc": 2,
  "wire_per_inst_um": 12.4,
  "hold_violations": 0,
  "period_minus_slack_ns": 1.06,
  "cp.required_ns": 0.80,
  "syn_avg_cell_area_um2": 13.8,
  "synth_cell_types": 4,
  "grt_max_degree": 9,
  "dpl.hpwl_um": 1220,
  "overflow": 0,
  "fillCellCount": 374,
  "die_h_um": 80,
  "register_area_um2": 0,
  "final_antenna_net_count": 0,
  "coreArea_um2": 3420,
  "switching_share_pct": 22.4,
  "pre_cts_ws_ns": -0.853,
  "initial_core_util_pct": 7.29,
  "rows": 21,
  "use_met1_pct": 6.39,
  "worstPathArrival_ns": 0.86,
  "grt_antenna_before_repair": 0,
  "pwr-share-comb_pct": 100.0,
  "rsz0062_at_grt": "yes",
  "syn_to_final_growth_pct": 219,
  "vias": 359,
  "busiest_layer": "met1",
  "relSlewSlack_pct": 95.3
}
metrics by stage:
step / util, % / power, uW / TNS (ns) / instances / hold slack [ns]
after floorplan: - / 89.3 / 0 / 18 / 0.498
after global placement: 23.0 / 319 / -13.02 / 112 / 1.44
after detailed placement: 23.0 / 319 / -13.23 / 112 / 1.44
after CTS: 22.3 / 286 / -0.874 / 113 / 0.801
after global routing: 23.3 / 326 / -1.08 / 113 / 0.812
final: 23.3 / 301 / -0.817 / 113 / 0.794
critical path, cell delays in order:
cell and delay [ns]:
buf_12 0.11, buf_12 0.14, mux2_4 0.30, buf_6 0.11
cells by family (layout without fill, tap and decap cells):
group,Yosys count,after routing,synth area share [%]
buffers and inverters,2,51,12.6
multiplexers,16,16,87.4
cells in the final DEF, fill, tap and decap left out:
cell type / netlist / routed
buf_16: 0 / 1
buf_12: 1 / 2
buf_2: 0 / 5
buf_6: 1 / 11
dlygate4sd2_1: 0 / 32
mux2_4: 10 / 16
cells in the mapped netlist, drive strengths merged:
| master | n | share of area (%) |
|---|---|---|
| buf | 2 | 13 |
| mux2 | 16 | 87 |
timing repair:
item,in CTS,in global routing
setup endpoints to repair,16,16
gates resized,102,5
gates cloned,1,0
buffers inserted,0,0
layer usage:
metal	vias up	share of wire, %	wire, um
met3	0	23	329
met5	-	0	0
li1	167	-	-
met1	143	53	738
met4	0	0	0
met2	49	24	337
worst paths after layout:
path	startpoint	to	slack (ns)	cells past startpoint
worst min-delay path	in0[5]	out[5]	0.79	3
worst max-delay path	sel	out[14]	-0.06	4
cell type report:
class	count	share of cell area (%)
multi-input combinational	16	30.2
tap	46	7.24
timing repair buffer	51	62.5
power groups by stage:
stage         clock, uW  combinational [uW]  sequential (uW)
finish                0                 301                0
global route          0                 326                0
CTS                   0                 286                0
Power and IR drop assume default switching activity.
